==> design/flow/design.v <==
module Hilbert (
    input wire clk,
    input wire rst_n,
    input wire signed [31:0] I_in,
    input wire signed [31:0] Q_in,
    input wire data_valid,
    output reg signed [31:0] I_out,
    output reg signed [31:0] Q_out,
    output reg data_out_valid
);
    parameter NUM_TAPS = 55;
    parameter COEFF_WIDTH = 20;
    parameter DATA_WIDTH = 32;
    parameter ACC_WIDTH = 52;   
    parameter GROUP_DELAY = 27 + 1;  
    localparam IDLE = 2'd0;
    localparam COMPUTE = 2'd1;
    localparam DONE = 2'd2;
    reg [1:0] state;
    reg [5:0] tap_count;   
    reg signed [DATA_WIDTH-1:0] Q_delay_line [0:NUM_TAPS-1];
    reg signed [DATA_WIDTH-1:0] I_delay_line [0:GROUP_DELAY-1];
    reg signed [ACC_WIDTH-1:0] accumulator;
    reg signed [COEFF_WIDTH-1:0] coefficients [0:NUM_TAPS-1];
    reg signed [ACC_WIDTH-1:0] mac_product;   
    reg mac_cycle;
    initial begin
        coefficients[0]  = 20'sd989;      
        coefficients[1]  = 20'sd0;
        coefficients[2]  = 20'sd1234;      
        coefficients[3]  = 20'sd0;
        coefficients[4]  = 20'sd1871;      
        coefficients[5]  = 20'sd0;
        coefficients[6]  = 20'sd2982;
        coefficients[7]  = 20'sd0;
        coefficients[8]  = 20'sd4661;      
        coefficients[9]  = 20'sd0;
        coefficients[10] = 20'sd7025;      
        coefficients[11] = 20'sd0;
        coefficients[12] = 20'sd10238;     
        coefficients[13] = 20'sd0;
        coefficients[14] = 20'sd14551;     
        coefficients[15] = 20'sd0;
        coefficients[16] = 20'sd20388;     
        coefficients[17] = 20'sd0;
        coefficients[18] = 20'sd28556;     
        coefficients[19] = 20'sd0;
        coefficients[20] = 20'sd40800;     
        coefficients[21] = 20'sd0;
        coefficients[22] = 20'sd61703;     
        coefficients[23] = 20'sd0;
        coefficients[24] = 20'sd108171;    
        coefficients[25] = 20'sd0;
        coefficients[26] = 20'sd332734;    
        coefficients[27] = 20'sd0;         
        coefficients[28] = -20'sd332734;   
        coefficients[29] = 20'sd0;
        coefficients[30] = -20'sd108171;   
        coefficients[31] = 20'sd0;
        coefficients[32] = -20'sd61703;   
        coefficients[33] = 20'sd0;
        coefficients[34] = -20'sd40800;    
        coefficients[35] = 20'sd0;
        coefficients[36] = -20'sd28556;    
        coefficients[37] = 20'sd0;
        coefficients[38] = -20'sd20388;    
        coefficients[39] = 20'sd0;
        coefficients[40] = -20'sd14551;    
        coefficients[41] = 20'sd0;
        coefficients[42] = -20'sd10238;    
        coefficients[43] = 20'sd0;
        coefficients[44] = -20'sd7025;    
        coefficients[45] = 20'sd0;
        coefficients[46] = -20'sd4661;     
        coefficients[47] = 20'sd0;
        coefficients[48] = -20'sd2982;     
        coefficients[49] = 20'sd0;
        coefficients[50] = -20'sd1871;
        coefficients[51] = 20'sd0;
        coefficients[52] = -20'sd1234;     
        coefficients[53] = 20'sd0;
        coefficients[54] = -20'sd989;     
    end
    integer i;
    always @(posedge clk or negedge rst_n) begin
        if (!rst_n) begin
            for (i = 0; i < NUM_TAPS; i = i + 1) begin
                Q_delay_line[i] <= 32'sd0;
            end
        end else if (data_valid && state == IDLE) begin
            Q_delay_line[0] <= Q_in;
            for (i = 1; i < NUM_TAPS; i = i + 1) begin
                Q_delay_line[i] <= Q_delay_line[i-1];
            end
        end
    end
    integer j;
    always @(posedge clk or negedge rst_n) begin
        if (!rst_n) begin
            for (j = 0; j < GROUP_DELAY; j = j + 1) begin
                I_delay_line[j] <= 32'sd0;
            end
        end else if (data_valid && state == IDLE) begin
            I_delay_line[0] <= I_in;
            for (j = 1; j < GROUP_DELAY; j = j + 1) begin
                I_delay_line[j] <= I_delay_line[j-1];
            end
        end
    end
    always @(posedge clk or negedge rst_n) begin
        if (!rst_n) begin
            state <= IDLE;
            tap_count <= 6'd0;
            accumulator <= 52'sd0;
            I_out <= 32'sd0;
            Q_out <= 32'sd0;
            data_out_valid <= 1'b0;
        end else begin
            case (state)
                IDLE: begin
                    data_out_valid <= 1'b0;
                    if (data_valid) begin
                        state <= COMPUTE;
                        tap_count <= 6'd0;
                        accumulator <= 52'sd0;
                        mac_cycle <= 1'd0;
                    end
                end
                COMPUTE: begin
                    if (~mac_cycle)
                        mac_product <= (Q_delay_line[tap_count] * coefficients[tap_count]);
                    else           
                        accumulator <= accumulator + mac_product;
                    if ((tap_count == NUM_TAPS - 1) && mac_cycle) begin
                        state <= DONE;
                    end else begin
                        mac_cycle <= ~mac_cycle;
                        if (mac_cycle)
                            tap_count <= tap_count + 6'd1;
                    end
                end
                DONE: begin
                    Q_out <=  accumulator[49:18];  
                    I_out <= 2 * I_delay_line[GROUP_DELAY-1 ];  
                    data_out_valid <= 1'b1;
                    state <= IDLE;
                end
                default: begin
                    state <= IDLE;
                end
            endcase
        end
    end
endmodule
==> design/flow/run.sh <==
#!/bin/bash
# OpenROAD 26Q1-2900-gdf79404cd8, Yosys 0.63+post, stock flow scripts
make -C /OpenROAD-flow-scripts/flow DESIGN_CONFIG=/design/flow/config.mk WORK_HOME=/design/flow/orfs finish
==> design/flow/config.mk <==
export PLATFORM = sky130hd
export DESIGN_NAME = Hilbert
export DESIGN_NICKNAME = Hilbert
export VERILOG_FILES = /design/flow/design.v
export SDC_FILE = /design/flow/constraint.sdc
export NUM_CORES = 4
export LEC_CHECK = 1
export CORE_UTILIZATION = 50
export SYNTH_HDL_FRONTEND = slang
==> design/flow/constraint.sdc <==
current_design Hilbert

set clk_period 94.0
set clk_io_pct 0.2

create_clock -name clk0 -period $clk_period [get_ports {clk}]

set non_clock_inputs [all_inputs -no_clocks]
set_input_delay [expr $clk_period * $clk_io_pct] -clock clk0 $non_clock_inputs
set_output_delay [expr $clk_period * $clk_io_pct] -clock clk0 [all_outputs]
==> results.txt <==
run results: run status=complete, no violations, IO Port Bufs=~130, capturing element type of the critical path=register, relative slew slack=36.89%, number of DRC violations after detailed routing=0, post-synthesis instance area=143300 um^2, critical path data required time=around 95000 ps, vias per std cell=5.149, clock transition at the registers of the reported paths=~60 ps, worst-case setup slack after placement=69150 ps, clk root buf=sky130_fd_sc_hd__clkbuf_16, number of nets with antenna violations after routing=0, startpoint of the tightest hold check path=Q_delay_line[1569], number of max-cap violations=0, largest net degree at the start of global routing=161, total of warnings raised by yosys=0, Die Y-Extent=537.3 um, drt total wl=337900 um, routed wire length per instance=~17 um, cell taking the most area after synthesis=sky130_fd_sc_hd__dfrtp_1, Finished Cell Area=158000 um^2, number of distinct library cells after synthesis=between 80 and 90, Sinks on Clock Net=2802, overall die width=537.3 um, Layout area overhead=10.28%, Logic cell area=66410 um^2, Worst Setup Slack, final=70090 ps, final hold vios=0, TNS Setup=0 ps, Hold Buf Count CTS=0, mean cell area of the mapped netlist=between 9 and 10 um^2, top cells by area in the synthesized netlist=sky130_fd_sc_hd__dfrtp_1 48%, sky130_fd_sc_hd__nand2_1 22%, sky130_fd_sc_hd__fa_1 8.7%, sky130_fd_sc_hd__mux4_2 7.2%, sky130_fd_sc_hd__inv_1 1.9%, via count of the first global-routing pass=99030, setup repair bufs after CTS=0, DRC marker count from the first detailed-route iteration=7372, routability congestion estimate=0.9440, total CTS buffers=313, chip area estimate from yosys synthesis=around 140000 um^2, setup repair after global routing missed its margin=no, kind of critical path=primary input to register, flip-flop and latch area=70390 um^2, worst-margin pin slew=946.6 ps, Max Fanout on Critical Path=75, total via count in the routed design=approximately 100000, antenna violations before repair=5, number of flip-flops and latches in the synthesized netlist=2802, # resized after CTS=0, Post-synth top flop=sky130_fd_sc_hd__dfrtp_1, H-Tree Depth=5, estimated wirelength of the detail-placed design=213600 um, fp util=50.28%, fraction of final layout cells with drive strength greater than 1=8.848%, global-route wire length before repair=553600 um, post-layout min period=approximately 24000 ps, Setup violations, final=0, crit path launch type=primary input, arrival time of data at the critical path endpoint=24780 ps, TritonCTS clock tree=built, part of the Yosys area used for sequential elements=roughly half, Crit Reg-Reg Endpoint=mac_product[44], peak clock frequency supported by timing=around 42 MHz, most frequent cells after synthesis=8358 x sky130_fd_sc_hd__nand2_1, 2750 x sky130_fd_sc_hd__dfrtp_1, 739 x sky130_fd_sc_hd__inv_1, depth of the most critical reg-to-reg path=33, fill count=24640, Hold Path Class=register to register, max-slew violation count=0, total cell area at the placement stage=about 150000 um^2, Total Die Area=around 290000 um^2, worst-case hold path end point=Q_delay_line[1537], async set-or-reset flop fraction in the synthesized netlist=98.18%, aggregate global-route resource usage=25.83%, EDFF count, synth=51, post-layout period usage=25.44%, cell total in the yosys stat output=15560, r2r setup slk=81260 ps, GRT Residual Overflow=0, Latency at later pin=920 ps, most used standard cell by instance count after synthesis=sky130_fd_sc_hd__nand2_1, IO Count=132, reg-to-reg startpoint=tap_count[1], Pre-Repair DR Iteration Count=5, placeable core region=285000 um^2, largest clock skew in the final design=68.99 ps, stage-log warning count=48, share of the core filled with cells in the final layout=55.45%, cell count after synthesis=15560, Largest type area fraction=48.03%, cell count of the worst hold path=2, row count=196, Bufs on Longest Clock Path=4
[sequential cells by signal (all words and copies together) (netlist names), 3 cells and up]
signal	flops
mac_product	50
accumulator	50
state	3
tap_count	6
I_out	31
Q_out	32
Q_delay_line	1760
I_delay_line	868
[worst max-delay path: stages]
cell and delay (ps):
sky130_fd_sc_hd__clkdlybuf4s50_1 490, sky130_fd_sc_hd__nand2_4 530, sky130_fd_sc_hd__buf_4 680, sky130_fd_sc_hd__buf_4 570
sky130_fd_sc_hd__buf_4 610, sky130_fd_sc_hd__buf_4 630, sky130_fd_sc_hd__buf_4 650, sky130_fd_sc_hd__buf_4 720
sky130_fd_sc_hd__buf_4 630, sky130_fd_sc_hd__nand2_1 130, sky130_fd_sc_hd__nand2_1 90
[metrics by stage]
| step | hold slack [ps] | cells |
|---|---|---|
| CTS | 434.6 | 19360 |
| global placement | 446.0 | 18800 |
| floorplan | 430.1 | 15560 |
| finish | 443.4 | 19360 |
| detailed placement | 446.3 | 18800 |
| global route | 453.1 | 19360 |
[how the worst max path moves through the flow]
stage | startpoint | end | slack, ps | cells past startpoint
CTS | data_valid | I_delay_line[654] | 70150 | 11
global route | data_valid | I_delay_line[711] | 69640 | 11
finish | data_valid | I_delay_line[711] | 70090 | 11
[routing by layer]
metal	part of all wire, %	vias to the layer above	GRT usage, %
met2	45	2238	36.59
met1	45	48650	42.16
li1	-	48320	-
met3	7.4	496	7.874
met5	0.060	-	0.4934
met4	3.1	8	6.359
[cell type report]
| cell class | count | share of cell area [%] |
|---|---|---|
| diodes | 5 | 0.007918 |
| clock buffers | 473 | 5.987 |
| clock inverters | 84 | 0.5788 |
| inverters | 756 | 1.802 |
| multi-input cells | 11110 | 42.03 |
| flip-flops and latches | 2802 | 44.55 |
| well taps | 3762 | 2.979 |
| repair buffers | 368 | 2.067 |
[layout by cell type, fill, tap and decap left out, drive strengths merged, types with 6 or more instances in the layout]
cell type	instances
buf	240
o211ai	10
nand3	53
a21o	56
o21bai	19
a221o	30
or3	6
mux4	479
o31ai	12
nor2	399
nand2	8358
and2	31
o22ai	37
clkbuf	473
a21boi	7
o21ai	187
a21oi	132
clkinv	56
inv	771
a31oi	13
nand4	14
and3	7
mux2i	68
a211oi	10
mux2	96
nor3	27
a211o	6
fa	621
clkdlybuf4s50	128
xor2	35
xnor2	67
bufinv	11
dfrtp	2750
nand2b	20
o221ai	12
o21a	26
edfxtp	51
ha	181
nor2b	26
[cells by family after synthesis]
logic type,share of synthesized area (%)
simple gates,23.80
flops,49.11
buf+inv,4.624
fa+ha+maj,10.26
mux,8.805
compound gates,2.776
xor+xnor,0.6235
other cells,0.002617
