[design/flow/design.v]
module myperiph (
    input clk,  
    input  wire rst,
    input  wire [4:0]  btn_n,
    input  wire          csr_we,
    input  wire [127:0] csr_wdata,  
    output reg  [127:0] csr_rdata,  
    input  wire [3:0]  csr_addr,     
    output lcd_resetn,
    output lcd_bl,
    output lcd_clk,
    output lcd_cs,
    output lcd_rs,   
                    output lcd_data
                    );
reg [31:0] reg0, reg1, reg2, reg3;
reg [1:0] clk_divider;
reg test_reg;
always @(posedge clk) begin
    clk_divider <= clk_divider + 1;
    if (csr_we ==  1'b1) begin
            transfer_data <= csr_wdata[8:0];  
             reg1 <= csr_wdata[63:32];
             reg2 <= csr_wdata[95:64];
             reg3 <= csr_wdata[127:96];
    end
                                        csr_rdata[31:0]   <= btn_n;
                                        csr_rdata[63:32]  <= reg1;
                                        csr_rdata[95:64]  <= reg2;
                                        csr_rdata[127:96] <= reg3;
                                    end
                                    assign lcd_bl = 'b0;
                                    localparam MAX_CMDS = 69;
                                    wire [8:0] init_cmd[MAX_CMDS:0];
assign init_cmd[ 0] = 9'h036;  
assign init_cmd[ 1] = 9'h170;
assign init_cmd[ 2] = 9'h03A;  
assign init_cmd[ 3] = 9'h105;  
assign init_cmd[ 4] = 9'h0B2;  
assign init_cmd[ 5] = 9'h10C;
assign init_cmd[ 6] = 9'h10C;
assign init_cmd[ 7] = 9'h100;
assign init_cmd[ 8] = 9'h133;
assign init_cmd[ 9] = 9'h133;
assign init_cmd[10] = 9'h0B7;  
assign init_cmd[11] = 9'h135;
assign init_cmd[12] = 9'h0BB;  
assign init_cmd[13] = 9'h119;
assign init_cmd[14] = 9'h0C0;  
assign init_cmd[15] = 9'h12C;
assign init_cmd[16] = 9'h0C2;  
assign init_cmd[17] = 9'h101;
assign init_cmd[18] = 9'h0C3;  
assign init_cmd[19] = 9'h112;
assign init_cmd[20] = 9'h0C4;  
assign init_cmd[21] = 9'h120;
assign init_cmd[22] = 9'h0C6;  
assign init_cmd[23] = 9'h10F;
assign init_cmd[24] = 9'h0D0;
assign init_cmd[25] = 9'h1A4;
assign init_cmd[26] = 9'h1A1;
assign init_cmd[27] = 9'h0E0;
assign init_cmd[28] = 9'h1D0;
assign init_cmd[29] = 9'h104;
assign init_cmd[30] = 9'h10D;
assign init_cmd[31] = 9'h111;
assign init_cmd[32] = 9'h113;
assign init_cmd[33] = 9'h12B;
assign init_cmd[34] = 9'h13F;
assign init_cmd[35] = 9'h154;
assign init_cmd[36] = 9'h14C;
assign init_cmd[37] = 9'h118;
assign init_cmd[38] = 9'h10D;
assign init_cmd[39] = 9'h10B;
assign init_cmd[40] = 9'h11F;
assign init_cmd[41] = 9'h123;
assign init_cmd[42] = 9'h0E1;
assign init_cmd[43] = 9'h1D0;
assign init_cmd[44] = 9'h104;
assign init_cmd[45] = 9'h10C;
assign init_cmd[46] = 9'h111;
assign init_cmd[47] = 9'h113;
assign init_cmd[48] = 9'h12C;
assign init_cmd[49] = 9'h13F;
assign init_cmd[50] = 9'h144;
assign init_cmd[51] = 9'h151;
assign init_cmd[52] = 9'h12F;
assign init_cmd[53] = 9'h11F;
assign init_cmd[54] = 9'h11F;
assign init_cmd[55] = 9'h120;
assign init_cmd[56] = 9'h123;
assign init_cmd[57] = 9'h021;
assign init_cmd[58] = 9'h029;
assign init_cmd[59] = 9'h02A;  
assign init_cmd[60] = 9'h100;
assign init_cmd[61] = 9'h128;
assign init_cmd[62] = 9'h101;
assign init_cmd[63] = 9'h117;  
assign init_cmd[64] = 9'h02B;  
assign init_cmd[65] = 9'h100;
assign init_cmd[66] = 9'h135;
assign init_cmd[67] = 9'h100;
assign init_cmd[68] = 9'h1BB;  
assign init_cmd[69] = 9'h02C;  
localparam INIT_RESET   = 4'b0000;  
localparam INIT_PREPARE = 4'b0001;  
localparam INIT_WAKEUP  = 4'b0010;  
localparam INIT_SNOOZE  = 4'b0011;  
localparam INIT_WORKING = 4'b0100;  
localparam WAIT_FOR_DATA    = 4'b0101;  
localparam SEND_DATA    = 4'b0110;  
localparam CNT_100MS = 32'd2700000;
localparam CNT_120MS = 32'd3240000;
localparam CNT_200MS = 32'd5400000;
reg [ 3:0] init_state;
reg [ 6:0] cmd_index;
reg [31:0] clk_cnt;
reg [ 4:0] bit_loop;
reg lcd_cs_r;
reg lcd_rs_r;
reg lcd_reset_r;
reg [7:0] spi_data;
reg [5:0] grey_val;
reg grey_inc;
assign lcd_resetn = lcd_reset_r;
assign lcd_clk    = ~clk;  
assign lcd_cs     = lcd_cs_r;
assign lcd_rs     = lcd_rs_r;
assign lcd_data   = spi_data[7];  
reg [8:0] transfer_data;
always@(posedge clk  or posedge rst) begin
    if (rst) begin
        clk_cnt <= 0;
        cmd_index <= 0;
        init_state <= INIT_RESET;
        lcd_cs_r <= 1;
        lcd_rs_r <= 1;
        lcd_reset_r <= 0;
        spi_data <= 8'hFF;
        bit_loop <= 0;
    end else begin
    case (init_state)
        INIT_RESET : begin
            if (clk_cnt == CNT_100MS) begin
                clk_cnt <= 0;
                init_state <= INIT_PREPARE;
                lcd_reset_r <= 1;
            end else begin
                clk_cnt <= clk_cnt + 1;
            end
        end
        INIT_PREPARE : begin
            if (clk_cnt == CNT_200MS) begin
                clk_cnt <= 0;
                init_state <= INIT_WAKEUP;
            end else begin
                clk_cnt <= clk_cnt + 1;
            end
        end
        INIT_WAKEUP : begin
            if (bit_loop == 0) begin
                    lcd_cs_r <= 0;
                    lcd_rs_r <= 0;
                    spi_data <= 8'h11;  
                    bit_loop <= bit_loop + 1;
                end else if (bit_loop == 8) begin
                    lcd_cs_r <= 1;
                    lcd_rs_r <= 1;
                    bit_loop <= 0;
                    init_state <= INIT_SNOOZE;
                end else begin
                    spi_data <= { spi_data[6:0], 1'b1 };
                    bit_loop <= bit_loop + 1'd1;
                end
        end
        INIT_SNOOZE : begin
                if (clk_cnt == CNT_120MS) begin
                    clk_cnt <= 0;
                    init_state <= INIT_WORKING;
                end else begin
                    clk_cnt <= clk_cnt + 1;
                end
        end
        INIT_WORKING : begin
                if (cmd_index == MAX_CMDS + 1) begin
                    init_state <= WAIT_FOR_DATA;
                end else begin
                    if (bit_loop == 0) begin
                        lcd_cs_r <= 0;
                        lcd_rs_r <= init_cmd[cmd_index][8];
                        spi_data <= init_cmd[cmd_index][7:0];
                        bit_loop <= bit_loop + 1;
                    end else if (bit_loop == 8) begin
                        lcd_cs_r <= 1;
                        lcd_rs_r <= 1;
                        bit_loop <= 0;
                        cmd_index <= cmd_index + 1'd1;  
                    end else begin
                        spi_data <= { spi_data[6:0], 1'b1 };
                        bit_loop <= bit_loop + 1'd1;
                    end
                end
            end
            WAIT_FOR_DATA : begin
                if (csr_we ==  1'b1) begin             
                    init_state <= SEND_DATA;
                end
            end 
            SEND_DATA : begin
                if (bit_loop == 0) begin
                            lcd_cs_r <= 0;
                            lcd_rs_r <= transfer_data[8];
                            spi_data <= transfer_data[7:0];
                            bit_loop <= bit_loop + 1;
                            test_reg <= 1;
                end else begin
                            if (bit_loop == 8) begin
                                lcd_cs_r <= 1;
                                lcd_rs_r <= 1;
                                bit_loop <= 0;
                                init_state <= WAIT_FOR_DATA;
                                test_reg <= 0;
                            end else begin
                                spi_data <= { spi_data[6:0], 1'b1 };
                                bit_loop <= bit_loop + 1'd1;
                                end
                end
            end
    endcase
end
end
endmodule
[design/flow/run.sh]
#!/bin/bash
# OpenROAD 26Q1-2900-gdf79404cd8, Yosys 0.63+post, stock flow scripts
make -C /OpenROAD-flow-scripts/flow DESIGN_CONFIG=/design/flow/config.mk WORK_HOME=/design/flow/orfs finish
[design/flow/config.mk]
export PLATFORM = sky130hd
export DESIGN_NAME = myperiph
export DESIGN_NICKNAME = myperiph
export VERILOG_FILES = /design/flow/design.v
export SDC_FILE = /design/flow/constraint.sdc
export NUM_CORES = 4
export LEC_CHECK = 1
export CORE_UTILIZATION = 40
export SYNTH_HDL_FRONTEND = slang
[design/flow/constraint.sdc]
current_design myperiph

set clk_period 3.5
set clk_io_pct 0.2

create_clock -name clk0 -period $clk_period [get_ports {clk}]

set non_clock_inputs [all_inputs -no_clocks]
set_input_delay [expr $clk_period * $clk_io_pct] -clock clk0 $non_clock_inputs
set_output_delay [expr $clk_period * $clk_io_pct] -clock clk0 [all_outputs]
==> results_slide.txt <==
Physical Implementation Snapshot

Min path
  • Hold Path Depth: 0
  • Startpoint of the worst hold path: reg3[3]$_DFFE_PP_
  • Endpoint, Worst Hold: csr_rdata[99]$_DFF_P_
  • Min-Delay Path Class: reg2reg

Clock tree
  • Worst-case clock buffer depth: 3
  • Clk Latency, worst-skew pair: 650 ps
  • Post CTS Setup Buffer Count: 0
  • CTS tree: yes
  • Number of H-tree branching levels: 1
  • Number of hold-repair buffers added at the cts stage: 0
  • Post-cts repair resize count: 0
  • CTS root buf: sky130_fd_sc_hd__clkbuf_16
  • Total CTS buffers: 27
  • Post-CTS clock slew at the launch and capture registers of the worst setup and hold paths: approximately 60 ps

Setup path
  • RR Startpoint: cmd_index[0]$_DFFE_PP0P_
  • Endpoint arrival time on the critical path: approximately 2600 ps
  • Series of cell instances along the critical path: clkbuf_16 -> clkbuf_16 -> inv_1 -> clkdlybuf4s50_1
  • Worst path most repeated cell: sky130_fd_sc_hd__clkbuf_16
  • Critical-path top delay cell: sky130_fd_sc_hd__clkdlybuf4s50_1
  • Startpoint-to-endpoint class of the critical path: clk2out
  • Worst path bufs/invs: 4
  • Crit path capture type: output pin
  • Worst EP required: approximately 2800 ps
  • Worst flop-to-flop path endpoint: spi_data[2]$_DFFE_PP1P_
  • Maximum net fanout on the critical path: 13
  • Worst-case reg-to-reg path depth: 7
  • Biggest cell delay along the critical path: around 450 ps
  • Cell class contributing the biggest share of worst-path delay: buffers and inverters
  • Setup slack on the worst flop-to-flop path: 760 ps
  • Type of origin of the critical path: clock port

Floorplanning
  • Core footprint: around 0.023 sq mm
  • Vertical die size: 156 microns
  • Die boundary width: ~160 microns
  • Num ports: 274
  • Std cell rows: around 55
  • Overall die area: approximately 0.024 sq mm
  • Core utilization before placement: 41.3%

Yosys
  • Gate count of the mapped netlist: around 700
  • Distinct cell type count of the synthesized netlist: roughly 68
  • Most common flop cell mapped by yosys: sky130_fd_sc_hd__edfxtp_1
  • Most popular library cell in the synthesized design by count: sky130_fd_sc_hd__edfxtp_1
  • Count of state elements after synthesis: approximately 270
  • Post-synth top area share: 33.3%
  • Part of the Yosys area used for sequential elements: a little under three quarters
  • Synthesized chip area reported by yosys: between 0.009 and 0.01 sq mm
  • Syn avg cell area: roughly 14 sq um
  • Number of flops mapped to enable cells by yosys: between 100 and 150
  • Top cells by area in the synthesized netlist: sky130_fd_sc_hd__edfxtp_1 (33%), sky130_fd_sc_hd__dfxtp_1 (21%), sky130_fd_sc_hd__dfrtp_1 (13%)
  • Yosys top cell by area: sky130_fd_sc_hd__edfxtp_1
  • Fraction of registers with async set or reset after synthesis: roughly 23%
  • Commonest cells post-synth: sky130_fd_sc_hd__edfxtp_1 (105), sky130_fd_sc_hd__dfxtp_1 (101), sky130_fd_sc_hd__nor2_1 (54)
  • Yosys cell count: 700
  • Cell area after synthesis: roughly 0.0095 sq mm
  • Count of synthesis-stage warnings from yosys: 0

STA
  • RSZ-0062 raised after global routing: false
  • Max-slew violations: 0
  • Max Clock Skew: roughly 250 ps
  • Worst slew margin: between 50% and 60%
  • Final tally of setup violations: 0
  • Slew of the pin with the lowest slew margin: 696 ps
  • WHS: about 90 ps
  • Endpoints failing hold: 0
  • TNS Setup: 0 ps

Route
  • Number of search-and-repair iterations in the first detailed-routing pass: 7
  • DRC violations left: 0
  • DRT Wirelength: between 20000 and 25000 microns
  • Post-DRT Antenna Nets: 0
  • Detail-routed via count per cell: 4.78
  • Routed length per instance: 17.3 microns
  • Total via count after detailed routing: 6053
  • Iteration-0 DRC Markers: between 300 and 400

Status
  • Status: completed

Run
  • Max-capacitance violation count: 0
  • Number of warnings the tools reported: between 60 and 70

Place
  • Detailed placer's ending HPWL: ~16000 microns
  • Final GP Congestion: about 0.92
  • # port buffers: around 220

Global route
  • Via count of the first global-routing pass: slightly above 6000
  • Wire length of the first global-routing pass: 33900 microns
  • Maximum number of pins on one net before global-route repair: around 45
  • Total routing resource utilization after global routing: 19.6%
  • Grt total ovfl: 0
  • Initial antenna violation count: 0

Power
  • Cell Pwr Density: roughly 550 mW/mm^2
  • Leakage power summed over all cells: around 4.9 nW
  • Maximum resistive drop on vdd: about 480 uV

Final layout
  • Area grow syn2layout: 34.5%
  • Final core area utilization: a little under three fifths
  • Layout filler cell count: 1888
  • Share of final-layout standard cells stronger than drive strength 1: under 10%
[per-layer routing]
layer / GRT usage, % / part of all wire [%] / up-vias
met1: 28.5 / 39 / 2881
li1: - / - / 2925
met3: 8.60 / 11 / 32
met4: 4.06 / 2.0 / 0
met2: 28.9 / 47 / 215
met5: 0 / 0 / -
[stage by stage]
stage / area, sq um / std cells / total power (W) / worst slack, ps
global placement: 11900 / 1217 / 0.00444 / 587
global route: 12700 / 1265 / 0.00731 / 120
detailed placement: 11900 / 1217 / 0.00445 / 587
floorplan: 9570 / 727 / 0.00397 / 995
finish: 12700 / 1266 / 0.00700 / 172
CTS: 12800 / 1266 / 0.00716 / 7.35
[layout by cell type (no fill, tap or decap), types with 14 or more instances in the layout]
master                            instances
sky130_fd_sc_hd__dfxtp_1                101
sky130_fd_sc_hd__xor2_1                  15
sky130_fd_sc_hd__conb_1                  28
sky130_fd_sc_hd__edfxtp_1               105
sky130_fd_sc_hd__nand2_1                 43
sky130_fd_sc_hd__clkbuf_16               26
sky130_fd_sc_hd__nor3_1                  16
sky130_fd_sc_hd__xnor2_1                 22
sky130_fd_sc_hd__nor2_1                  54
sky130_fd_sc_hd__ha_1                    14
sky130_fd_sc_hd__clkdlybuf4s50_1        217
sky130_fd_sc_hd__o21ai_0                 26
sky130_fd_sc_hd__dfrtp_1                 51
sky130_fd_sc_hd__a21oi_1                 22
sky130_fd_sc_hd__inv_1                   16
[sequential cells by signal, summed over array words and instances, names as in the netlist]
| name | flops |
|---|---|
| bit_loop | 5 |
| clk_cnt | 32 |
| cmd_index | 7 |
| csr_rdata | 101 |
| init_state | 7 |
| lcd_cs | 1 |
| lcd_resetn | 1 |
| lcd_rs | 1 |
| reg1 | 32 |
| reg2 | 32 |
| reg3 | 32 |
| spi_data | 8 |
| transfer_data | 9 |
[worst max-delay path by stage]
stage	from	end	slack [ps]	depth (start not counted)
finish	clk	lcd_clk	170	4
CTS	clk	lcd_clk	7	5
global route	clk	lcd_clk	120	4
[report_power, final]
group | internal, W | switching (W)
logic | 0.000410 | 0.000253
clock network | 0.00155 | 0.00109
registers | 0.00357 | 0.000131
[final cells by class]
class | count | area, sq um | area share, %
inverter | 17 | 63.8 | 0.501
multi-input combinational | 388 | 2450 | 19.2
sequential | 268 | 6740 | 52.9
clock buffer | 36 | 704 | 5.53
timing repair buffer | 229 | 2270 | 17.8
tap | 313 | 392 | 3.07
clock inverter | 14 | 113 | 0.884
antenna | 1 | 2.50 | 0.0196
[worst register-to-register path: stages, from the launching register on]
cell                       delay (ps)
sky130_fd_sc_hd__dfrtp_1          570
sky130_fd_sc_hd__clkinv_1         260
sky130_fd_sc_hd__ha_1             400
sky130_fd_sc_hd__and4b_1          280
sky130_fd_sc_hd__a31o_2           290
sky130_fd_sc_hd__nor2_1           490
sky130_fd_sc_hd__o22ai_1          160
sky130_fd_sc_hd__nor3_1           210
[cells by family after synthesis]
group | after synthesis | share of synthesized area, %
compound gates | 110 | 7.74
buf+inv | 71 | 4.04
fa+ha+maj | 14 | 1.85
flops | 268 | 71.2
simple gates | 192 | 10.8
xor+xnor | 37 | 3.42
other cells | 1 | 0.0396
mux | 7 | 0.898
Power and IR drop assume default switching activity.
